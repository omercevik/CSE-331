File: flow/design.v
module allmuxer2to1(out, i, j, s);
	input [31:0] i, j;
	output [31:0] out;
	input s;
	mux2to1 M0(out[0], i[0], j[0], s);
	mux2to1 M1(out[1], i[1], j[1], s);
	mux2to1 M2(out[2], i[2], j[2], s);
	mux2to1 M3(out[3], i[3], j[3], s);
	mux2to1 M4(out[4], i[4], j[4], s);
	mux2to1 M5(out[5], i[5], j[5], s);
	mux2to1 M6(out[6], i[6], j[6], s);
	mux2to1 M7(out[7], i[7], j[7], s);
	mux2to1 M8(out[8], i[8], j[8], s);
	mux2to1 M9(out[9], i[9], j[9], s);
	mux2to1 M10(out[10], i[10], j[10], s);
	mux2to1 M11(out[11], i[11], j[11], s);
	mux2to1 M12(out[12], i[12], j[12], s);
	mux2to1 M13(out[13], i[13], j[13], s);
	mux2to1 M14(out[14], i[14], j[14], s);
	mux2to1 M15(out[15], i[15], j[15], s);
	mux2to1 M16(out[16], i[16], j[16], s);
	mux2to1 M17(out[17], i[17], j[17], s);
	mux2to1 M18(out[18], i[18], j[18], s);
	mux2to1 M19(out[19], i[19], j[19], s);
	mux2to1 M20(out[20], i[20], j[20], s);
	mux2to1 M21(out[21], i[21], j[21], s);
	mux2to1 M22(out[22], i[22], j[22], s);
	mux2to1 M23(out[23], i[23], j[23], s);
	mux2to1 M24(out[24], i[24], j[24], s);
	mux2to1 M25(out[25], i[25], j[25], s);
	mux2to1 M26(out[26], i[26], j[26], s);
	mux2to1 M27(out[27], i[27], j[27], s);
	mux2to1 M28(out[28], i[28], j[28], s);
	mux2to1 M29(out[29], i[29], j[29], s);
	mux2to1 M30(out[30], i[30], j[30], s);
	mux2to1 M31(out[31], i[31], j[31], s);
endmodule 
module ander(anded, a, b);
input [31:0]a, b;
output [31:0]anded;
and anding0(anded[0], a[0], b[0]);
and anding1(anded[1], a[1], b[1]);
and anding2(anded[2], a[2], b[2]);
and anding3(anded[3], a[3], b[3]);
and anding4(anded[4], a[4], b[4]);
and anding5(anded[5], a[5], b[5]);
and anding6(anded[6], a[6], b[6]);
and anding7(anded[7], a[7], b[7]);
and anding8(anded[8], a[8], b[8]);
and anding9(anded[9], a[9], b[9]);
and anding10(anded[10], a[10], b[10]);
and anding11(anded[11], a[11], b[11]);
and anding12(anded[12], a[12], b[12]);
and anding13(anded[13], a[13], b[13]);
and anding14(anded[14], a[14], b[14]);
and anding15(anded[15], a[15], b[15]);
and anding16(anded[16], a[16], b[16]);
and anding17(anded[17], a[17], b[17]);
and anding18(anded[18], a[18], b[18]);
and anding19(anded[19], a[19], b[19]);
and anding20(anded[20], a[20], b[20]);
and anding21(anded[21], a[21], b[21]);
and anding22(anded[22], a[22], b[22]);
and anding23(anded[23], a[23], b[23]);
and anding24(anded[24], a[24], b[24]);
and anding25(anded[25], a[25], b[25]);
and anding26(anded[26], a[26], b[26]);
and anding27(anded[27], a[27], b[27]);
and anding28(anded[28], a[28], b[28]);
and anding29(anded[29], a[29], b[29]);
and anding30(anded[30], a[30], b[30]);
and anding31(anded[31], a[31], b[31]);
endmodule 
module mux2to1(out,i1,i0,s);
    output out;
    input i1,i0,s;
	 wire u,m,n;
    not (u,s);
    and (m,s,i1);
    and (n,u,i0);
    or (out,m,n);
endmodule 
module muxLevel0(M, A, s0);
	input [31:0] A;
	input s0;
	output [31:0] M;
	mux2to1 m0(M[0], A[1], A[0], s0);
	mux2to1 m1(M[1], A[2], A[1], s0);
	mux2to1 m2(M[2], A[3], A[2], s0);
	mux2to1 m3(M[3], A[4], A[3], s0);
	mux2to1 m4(M[4], A[5], A[4], s0);
	mux2to1 m5(M[5], A[6], A[5], s0);
	mux2to1 m6(M[6], A[7], A[6], s0);
	mux2to1 m7(M[7], A[8], A[7], s0);
	mux2to1 m8(M[8], A[9], A[8], s0);
	mux2to1 m9(M[9], A[10], A[9], s0);
	mux2to1 m10(M[10], A[11], A[10], s0);
	mux2to1 m11(M[11], A[12], A[11], s0);
	mux2to1 m12(M[12], A[13], A[12], s0);
	mux2to1 m13(M[13], A[14], A[13], s0);
	mux2to1 m14(M[14], A[15], A[14], s0);
	mux2to1 m15(M[15], A[16], A[15], s0);
	mux2to1 m16(M[16], A[17], A[16], s0);
	mux2to1 m17(M[17], A[18], A[17], s0);
	mux2to1 m18(M[18], A[19], A[18], s0);
	mux2to1 m19(M[19], A[20], A[19], s0);
	mux2to1 m20(M[20], A[21], A[20], s0);
	mux2to1 m21(M[21], A[22], A[21], s0);
	mux2to1 m22(M[22], A[23], A[22], s0);
	mux2to1 m23(M[23], A[24], A[23], s0);
	mux2to1 m24(M[24], A[25], A[24], s0);
	mux2to1 m25(M[25], A[26], A[25], s0);
	mux2to1 m26(M[26], A[27], A[26], s0);
	mux2to1 m27(M[27], A[28], A[27], s0);
	mux2to1 m28(M[28], A[29], A[28], s0);
	mux2to1 m29(M[29], A[30], A[29], s0);
	mux2to1 m30(M[30], A[31], A[30], s0);
	mux2to1 m31(M[31], A[31], A[31], s0);
endmodule	
module muxLevel1(M, A, s1);
	input [31:0] A;
	input s1;
	output [31:0] M;
	mux2to1 m0(M[0], A[2], A[0], s1);
	mux2to1 m1(M[1], A[3], A[1], s1);
	mux2to1 m2(M[2], A[4], A[2], s1);
	mux2to1 m3(M[3], A[5], A[3], s1);
	mux2to1 m4(M[4], A[6], A[4], s1);
	mux2to1 m5(M[5], A[7], A[5], s1);
	mux2to1 m6(M[6], A[8], A[6], s1);
	mux2to1 m7(M[7], A[9], A[7], s1);
	mux2to1 m8(M[8], A[10], A[8], s1);
	mux2to1 m9(M[9], A[11], A[9], s1);
	mux2to1 m10(M[10], A[12], A[10], s1);
	mux2to1 m11(M[11], A[12], A[11], s1);
	mux2to1 m12(M[12], A[14], A[12], s1);
	mux2to1 m13(M[13], A[15], A[13], s1);
	mux2to1 m14(M[14], A[16], A[14], s1);
	mux2to1 m15(M[15], A[17], A[15], s1);
	mux2to1 m16(M[16], A[18], A[16], s1);
	mux2to1 m17(M[17], A[19], A[17], s1);
	mux2to1 m18(M[18], A[20], A[18], s1);
	mux2to1 m19(M[19], A[21], A[19], s1);
	mux2to1 m20(M[20], A[22], A[20], s1);
	mux2to1 m21(M[21], A[23], A[21], s1);
	mux2to1 m22(M[22], A[24], A[22], s1);
	mux2to1 m23(M[23], A[25], A[23], s1);
	mux2to1 m24(M[24], A[26], A[24], s1);
	mux2to1 m25(M[25], A[27], A[25], s1);
	mux2to1 m26(M[26], A[28], A[26], s1);
	mux2to1 m27(M[27], A[29], A[27], s1);
	mux2to1 m28(M[28], A[30], A[28], s1);
	mux2to1 m29(M[29], A[31], A[29], s1);
	mux2to1 m30(M[30], A[31], A[30], s1);
	mux2to1 m31(M[31], A[31], A[31], s1);
endmodule 
module muxLevel2(M, A, s2);
	input [31:0] A;
	input s2;
	output [31:0] M;
	mux2to1 m0(M[0], A[4], A[0], s2);
	mux2to1 m1(M[1], A[5], A[1], s2);
	mux2to1 m2(M[2], A[6], A[2], s2);
	mux2to1 m3(M[3], A[7], A[3], s2);
	mux2to1 m4(M[4], A[8], A[4], s2);
	mux2to1 m5(M[5], A[9], A[5], s2);
	mux2to1 m6(M[6], A[10], A[6], s2);
	mux2to1 m7(M[7], A[11], A[7], s2);
	mux2to1 m8(M[8], A[12], A[8], s2);
	mux2to1 m9(M[9], A[13], A[9], s2);
	mux2to1 m10(M[10], A[14], A[10], s2);
	mux2to1 m11(M[11], A[15], A[11], s2);
	mux2to1 m12(M[12], A[16], A[12], s2);
	mux2to1 m13(M[13], A[17], A[13], s2);
	mux2to1 m14(M[14], A[18], A[14], s2);
	mux2to1 m15(M[15], A[19], A[15], s2);
	mux2to1 m16(M[16], A[20], A[16], s2);
	mux2to1 m17(M[17], A[21], A[17], s2);
	mux2to1 m18(M[18], A[22], A[18], s2);
	mux2to1 m19(M[19], A[23], A[19], s2);
	mux2to1 m20(M[20], A[24], A[20], s2);
	mux2to1 m21(M[21], A[25], A[21], s2);
	mux2to1 m22(M[22], A[26], A[22], s2);
	mux2to1 m23(M[23], A[27], A[23], s2);
	mux2to1 m24(M[24], A[28], A[24], s2);
	mux2to1 m25(M[25], A[29], A[25], s2);
	mux2to1 m26(M[26], A[30], A[26], s2);
	mux2to1 m27(M[27], A[31], A[27], s2);
	mux2to1 m28(M[28], A[31], A[28], s2);
	mux2to1 m29(M[29], A[31], A[29], s2);
	mux2to1 m30(M[30], A[31], A[30], s2);
	mux2to1 m31(M[31], A[31], A[31], s2);
endmodule 
module muxLevel3(M, A, s3);
	input [31:0] A;
	input s3;
	output [31:0] M;
	mux2to1 m0(M[0], A[8], A[0], s3);
	mux2to1 m1(M[1], A[9], A[1], s3);
	mux2to1 m2(M[2], A[10], A[2], s3);
	mux2to1 m3(M[3], A[11], A[3], s3);
	mux2to1 m4(M[4], A[12], A[4], s3);
	mux2to1 m5(M[5], A[13], A[5], s3);
	mux2to1 m6(M[6], A[14], A[6], s3);
	mux2to1 m7(M[7], A[15], A[7], s3);
	mux2to1 m8(M[8], A[16], A[8], s3);
	mux2to1 m9(M[9], A[17], A[9], s3);
	mux2to1 m10(M[10], A[18], A[10], s3);
	mux2to1 m11(M[11], A[19], A[11], s3);
	mux2to1 m12(M[12], A[20], A[12], s3);
	mux2to1 m13(M[13], A[21], A[13], s3);
	mux2to1 m14(M[14], A[22], A[14], s3);
	mux2to1 m15(M[15], A[23], A[15], s3);
	mux2to1 m16(M[16], A[24], A[16], s3);
	mux2to1 m17(M[17], A[25], A[17], s3);
	mux2to1 m18(M[18], A[26], A[18], s3);
	mux2to1 m19(M[19], A[27], A[19], s3);
	mux2to1 m20(M[20], A[28], A[20], s3);
	mux2to1 m21(M[21], A[29], A[21], s3);
	mux2to1 m22(M[22], A[30], A[22], s3);
	mux2to1 m23(M[23], A[31], A[23], s3);
	mux2to1 m24(M[24], A[31], A[24], s3);
	mux2to1 m25(M[25], A[31], A[25], s3);
	mux2to1 m26(M[26], A[31], A[26], s3);
	mux2to1 m27(M[27], A[31], A[27], s3);
	mux2to1 m28(M[28], A[31], A[28], s3);
	mux2to1 m29(M[29], A[31], A[29], s3);
	mux2to1 m30(M[30], A[31], A[30], s3);
	mux2to1 m31(M[31], A[31], A[31], s3);
endmodule	
module muxLevel4(M, A, s4);
	input [31:0] A;
	input s4;
	output [31:0] M;
	mux2to1 m0(M[0], A[16], A[0], s4);
	mux2to1 m1(M[1], A[17], A[1], s4);
	mux2to1 m2(M[2], A[18], A[2], s4);
	mux2to1 m3(M[3], A[19], A[3], s4);
	mux2to1 m4(M[4], A[20], A[4], s4);
	mux2to1 m5(M[5], A[21], A[5], s4);
	mux2to1 m6(M[6], A[22], A[6], s4);
	mux2to1 m7(M[7], A[23], A[7], s4);
	mux2to1 m8(M[8], A[24], A[8], s4);
	mux2to1 m9(M[9], A[25], A[9], s4);
	mux2to1 m10(M[10], A[26], A[10], s4);
	mux2to1 m11(M[11], A[27], A[11], s4);
	mux2to1 m12(M[12], A[28], A[12], s4);
	mux2to1 m13(M[13], A[29], A[13], s4);
	mux2to1 m14(M[14], A[30], A[14], s4);
	mux2to1 m15(M[15], A[31], A[15], s4);
	mux2to1 m16(M[16], A[31], A[16], s4);
	mux2to1 m17(M[17], A[31], A[17], s4);
	mux2to1 m18(M[18], A[31], A[18], s4);
	mux2to1 m19(M[19], A[31], A[19], s4);
	mux2to1 m20(M[20], A[31], A[20], s4);
	mux2to1 m21(M[21], A[31], A[21], s4);
	mux2to1 m22(M[22], A[31], A[22], s4);
	mux2to1 m23(M[23], A[31], A[23], s4);
	mux2to1 m24(M[24], A[31], A[24], s4);
	mux2to1 m25(M[25], A[31], A[25], s4);
	mux2to1 m26(M[26], A[31], A[26], s4);
	mux2to1 m27(M[27], A[31], A[27], s4);
	mux2to1 m28(M[28], A[31], A[28], s4);
	mux2to1 m29(M[29], A[31], A[29], s4);
	mux2to1 m30(M[30], A[31], A[30], s4);
	mux2to1 m31(M[31], A[31], A[31], s4);
endmodule 
module logical_shift_right(Res, a, b);
	input [31:0] a, b;
	output [31:0] Res;
	wire temp;
	wire [31:0] zero,MUX0,MUX1,MUX2,MUX3,resZero,resShift;
	or (temp, b[31], b[30], b[29], b[28], b[27], b[26], b[25], b[24], b[23],
			b[22], b[21], b[20], b[19], b[18], b[17], b[16], b[15], b[14], b[13],
			b[12], b[11], b[10], b[9], b[8], b[7], b[6], b[5]);
	ander A(resZero,zero,32'h0000_0000);
	muxLevel0 M0(MUX0, a, b[0]);
	muxLevel1 M1(MUX1, MUX0, b[1]);
	muxLevel2 M2(MUX2, MUX1, b[2]);
	muxLevel3 M3(MUX3, MUX2, b[3]);
	muxLevel4 M4(resShift, MUX3, b[4]);
	allmuxer2to1 M5(Res,resZero,resShift,temp );
endmodule 
File: flow/run.sh
#!/bin/bash
# OpenROAD 26Q1-2900-gdf79404cd8, Yosys 0.63+post, stock flow scripts
make -C /OpenROAD-flow-scripts/flow DESIGN_CONFIG=/design/flow/config.mk WORK_HOME=/design/flow/orfs finish
File: flow/config.mk
export PLATFORM = sky130hd
export DESIGN_NAME = logical_shift_right
export DESIGN_NICKNAME = logical_shift_right
export VERILOG_FILES = /design/flow/design.v
export SDC_FILE = /design/flow/constraint.sdc
export NUM_CORES = 4
export LEC_CHECK = 1
export CORE_AREA = 10 10 110 110
export DIE_AREA = 0 0 120 120
File: flow/constraint.sdc
current_design logical_shift_right

set clk_period 3.8
set clk_io_pct 0.2

create_clock -name clk0 -period $clk_period

set non_clock_inputs [all_inputs -no_clocks]
set_input_delay [expr $clk_period * $clk_io_pct] -clock clk0 $non_clock_inputs
set_output_delay [expr $clk_period * $clk_io_pct] -clock clk0 [all_outputs]
==> run notes <==
The finished layout holds 538 standard cells, fillers aside. The run gives 3040 ps as the required arrival time at the worst endpoint. Number of pins with negative max-slew slack in the final report: 0. The most frequent cell after synthesis is sky130_fd_sc_hd__nand2_1. Counting the clock-network buffers in the layout gives 0. The overall power after layout is 409 µW. The max-slew check reports its worst relative slack as 73.4%. The tools report the wire length after detailed routing as 9440 µm. Per the OpenROAD floorplan log, the area of the die is 14400 µm². The run gives 120 µm for the height of the die. With the mean area per synthesized cell at 7.50 µm², the area of the core is 9770 µm². The average wire per cell in the routed design works out to 17.5 µm. The flow ran to the end, and the final reports show no timing, DRC or antenna violations. The cell type that accounts for the most area after synthesis is sky130_fd_sc_hd__mux2_2.

For this block, the initial DRC count from the detailed router was 158. Standard cell with the maximum stage delay on the critical path: sky130_fd_sc_hd__clkdlybuf4s50_1. Sorting the synthesized cells by area gives the leading types as sky130_fd_sc_hd__mux2_2, sky130_fd_sc_hd__mux4_2, sky130_fd_sc_hd__buf_4. Maximum vdd drop: 0.0316 mV. Per the detail_route report, DRC violations left total 0. The post-synthesis cell area was 2220 µm².

The number of placement rows was 36. The tools report the number of antenna violations at the first check in global routing as 0. By count the netlist is led by sky130_fd_sc_hd__nand2_1, sky130_fd_sc_hd__buf_4, sky130_fd_sc_hd__mux2_2. The overall die width was 120 µm; the first-pass GRT wire length was 14500 µm. Data on the critical path arrives at its endpoint at 2950 ps.

After its last routability iteration, the placer logged a weighted congestion of 0.998. Derived from the worst setup path, the maximum achievable clock frequency is 0.269 GHz. The worst-margin pin slew was 388 ps; the final antenna-violating net count was 0.

The kind of path behind the tightest hold check is in -> out. The run gives 22.7% as the floorplan utilization. The power report attributes to the combinational group a share of 100.0%. For the total routing resource utilization after global routing, the log shows 12.4%. The tally of filler cells in the layout is 1027. The tools report the antenna diode count as 0. Detailed placement ended at an HPWL of 7980 µm. With the total congestion overflow after global routing at 0, the total count of hold-check failures in the final report is 0. Synthesis instantiated 51 different standard cells from the library. In this run, post-CTS hold repair placed 0 buffers. The run gives 34 for the number of logged tool warnings. Per the finish-stage timing summary, setup violations number 0. With the part of the power in registers at 0%, the fraction of layout cells with a size suffix above 1 is 35.6%. The leakage power in the latest report is 0.00143 µW.

Per report_power, the clock group accounts for 0% of the total. Mean number of vias per cell: 4.99. On the worst path, the slowest cell contributes a delay of 410 ps. The number of cells reported by Yosys stat comes to 296.

Top cell type's share of synthesized area: 14.2%. Across all layers, the routed design uses 2683 vias. The run gives 0 for the max-capacitance violation count. The type of element launching the critical path is an input port. For this design the top-level I/O count stands at 96. The final critical-path share of the clock period was 97.7%; the final critical path time including I/O delays and setup was 3710 ps. Per the OpenROAD power report, switching power amounts to 187 µW. Setup repair after global routing could not meet its margin everywhere. Of the synthesized area, sequential elements account for 0%. Detailed placement reports a standard cell area of 3480 µm². Maximum fanout encountered on the critical timing path: 9. The post-layout utilization of the core was 37.3%; the cell count after synthesis was 296. The signal on the critical path passes through dlygate4sd2_1 -> buf_8 -> buf_4 -> mux2_2 -> mux2_2 -> a211oi_1 -> a2111oi_2 -> buf_4 -> clkdlybuf4s50_1.

The run gives 533 as the total placed cells including tap cells. The number of search-and-repair iterations in the first detailed-routing pass is 4, and the tally of yosys warning messages is 0. The tools report the via count of the first global-routing pass as 2822. The worst setup path is captured at an output pin. After routing the design area is 3650 µm².

The number of buffers inserted by port buffering was 96; the switching share of power was 45.7%. There are 0 flip-flops and latches. Across the whole layout, storage elements account for 0 µm².

By startpoint and endpoint, the worst setup path is classified as in -> out. The area growth from synthesis to layout is 64.3%. Entering global routing, the biggest net connects 27 pins. The run gives 2220 µm² for the post-synth area from yosys stat.

The total internal power was 222 µW. In this run the power density over the cells is 112 nW/µm².
-- layer usage --
| layer | wire length (µm) | global-route usage [%] | part of all wire, % | up-vias |
|---|---|---|---|---|
| met2 | 4440 | 21.3 | 47 | 108 |
| met1 | 4120 | 16.0 | 44 | 1252 |
| met5 | 0 | 0 | 0 | - |
| met3 | 776 | 2.76 | 8.2 | 6 |
| li1 | - | - | - | 1317 |
| met4 | 107 | 1.36 | 1.1 | 0 |
-- metrics by stage --
stage	hold WS [ps]	worst slack [ps]	TNS [ps]
after detailed placement	2690	-489	-3520
after floorplan	1880	702	0
after CTS	2660	-38.2	-38.2
after global routing	2510	-53.4	-111
final	2460	87.5	0
after global placement	2720	-502	-3680
-- worst paths after layout --
path | from | end | depth (start not counted)
max | b[0] | Res[12] | 9
min | b[3] | Res[20] | 6
-- power by group through the flow --
stage     Sequential (µW)  Clock, µW  Combinational [µW]
4_1_cts                 0          0                 398
5_1_grt                 0          0                 438
6_report                0          0                 409
-- final cells by class --
cell class | instances | area (µm²) | share of cell area (%)
Multi-Input combinational cell | 232 | 1930 | 52.8
Inverter | 5 | 21.3 | 0.583
Tap cell | 133 | 166 | 4.56
Timing Repair Buffer | 168 | 1530 | 42.0
-- kinds of logic (layout without fill, tap and decap cells) --
family,after synthesis,in the layout,synth area share (%)
buf+inv,64,173,18.0
mux,60,60,37.5
simple gates,89,89,18.2
compound gates,83,83,26.3
-- worst max-delay path, delay by kind of cell --
family | cells | cell delay (ps)
mux | 2 | 680
compound gates | 2 | 380
buf+inv | 5 | 1130
-- what timing repair did --
item | CTS | global route
pin swaps | 3 | 4
resized | 20 | 23
buffers inserted | 3 | 2
setup endpoints to repair | 23 | 23
-- cell usage in the layout (no fill, tap or decap), types with 5 or more instances in the layout --
| cell | netlist | routed |
|---|---|---|
| sky130_fd_sc_hd__nor2_1 | 27 | 25 |
| sky130_fd_sc_hd__nand2_1 | 36 | 36 |
| sky130_fd_sc_hd__mux2i_1 | 16 | 14 |
| sky130_fd_sc_hd__a21oi_1 | 21 | 17 |
| sky130_fd_sc_hd__mux2_2 | 28 | 28 |
| sky130_fd_sc_hd__o22ai_1 | 10 | 10 |
| sky130_fd_sc_hd__nor4_1 | 7 | 5 |
| sky130_fd_sc_hd__buf_4 | 35 | 67 |
| sky130_fd_sc_hd__clkdlybuf4s50_1 | 0 | 90 |
| sky130_fd_sc_hd__a211oi_1 | 5 | 5 |
| sky130_fd_sc_hd__o21ai_0 | 11 | 9 |
| sky130_fd_sc_hd__mux4_2 | 14 | 14 |
Power figures rest on the tool's default switching activity, not on a simulated workload.
